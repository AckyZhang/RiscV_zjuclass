==> /design/flow/config.mk <==
export PLATFORM = sky130hd
export DESIGN_NAME = MEMSegReg
export DESIGN_NICKNAME = MEMSegReg
export VERILOG_FILES = /design/flow/design.v
export SDC_FILE = /design/flow/constraint.sdc
export NUM_CORES = 4
export LEC_CHECK = 1
export CORE_UTILIZATION = 50
==> /design/flow/constraint.sdc <==
current_design MEMSegReg

set clk_period 1.0
set clk_io_pct 0.2

create_clock -name clk0 -period $clk_period [get_ports {clk}]

set non_clock_inputs [all_inputs -no_clocks]
set_input_delay [expr $clk_period * $clk_io_pct] -clock clk0 $non_clock_inputs
set_output_delay [expr $clk_period * $clk_io_pct] -clock clk0 [all_outputs]
==> /design/flow/design.v <==
`timescale 1ns / 1ps
module MEMSegReg(
    input wire clk,
    input wire en,
    input wire clear,
    input wire [31:0] AluOutE,
    output reg [31:0] AluOutM, 
    input wire [31:0] ForwardData2,
    output reg [31:0] StoreDataM, 
    input wire [4:0] RdE,
    output reg [4:0] RdM,
    input wire [31:0] PCE,
    output reg [31:0] PCM,
    input wire [2:0] RegWriteE,
    output reg [2:0] RegWriteM,
    input wire MemToRegE,
    output reg MemToRegM,
    input wire [3:0] MemWriteE,
    output reg [3:0] MemWriteM,
    input wire LoadNpcE,
    output reg LoadNpcM
    );
    initial begin
        AluOutM    = 0;
        StoreDataM = 0;
        RdM        = 5'h0;
        PCM        = 0;
        RegWriteM  = 3'h0;
        MemToRegM  = 1'b0;
        MemWriteM  = 4'b0;
        LoadNpcM   = 0;
    end
    always@(posedge clk)
        if(en) begin
            AluOutM    <= clear ?     0 : AluOutE;
            StoreDataM <= clear ?     0 : ForwardData2;
            RdM        <= clear ?  5'h0 : RdE;
            PCM        <= clear ?     0 : PCE;
            RegWriteM  <= clear ?  3'h0 : RegWriteE;
            MemToRegM  <= clear ?  1'b0 : MemToRegE;
            MemWriteM  <= clear ?  4'b0 : MemWriteE;
            LoadNpcM   <= clear ?     0 : LoadNpcE;
        end
endmodule
==> /design/flow/run.sh <==
#!/bin/bash
# OpenROAD 26Q1-2900-gdf79404cd8, Yosys 0.63+post, stock flow scripts
make -C /OpenROAD-flow-scripts/flow DESIGN_CONFIG=/design/flow/config.mk WORK_HOME=/design/flow/orfs finish
==> summary.txt <==
Reports from this run.

- Averaged over all synthesized cells, the footprint is 17.8 um^2.
- The family of cells with the greatest summed delay on the critical path is flip-flops.
- Across the VDD grid, the largest voltage drop is 1150 uV.
- The die boundary height is 92.8 um.
- The cell row count is 32.
- Port buffering added 222 buffers.
- Counting instances in the post-synthesis netlist gives the leading cell types as sky130_fd_sc_hd__edfxtp_1 (110), sky130_fd_sc_hd__nor2b_1 (110), sky130_fd_sc_hd__buf_6 (11), sky130_fd_sc_hd__buf_2 (1).
- The count of flip-flops with a built-in enable after synthesis is 110.
- Once layout is done, the placed cells without fillers occupy 6140 um^2.
- The root buffer cell is sky130_fd_sc_hd__clkbuf_8.
- Listed in order, past its start point the critical path passes buf_2.
- The routed wire length reads 9730 um.
- The leading register cell type out of synthesis is sky130_fd_sc_hd__edfxtp_1.
- The power report puts the net switching power at 1.79 mW.
- Across the run, the number of max-cap violations was 0.
- After layout, the worst setup slack is -102 ps.
- The standard cell core area reads 7850 um^2.
- From synthesis to final layout, the design area changed by 49.1%.
- OpenROAD reports that the post-layout worst path occupies 110% of the period.
- The number of slew-limit violations in the final report reads 0.
- The number of standard cells reported by yosys is 232.
- The clock passes through at most 2 buffers.
- Per the post-route antenna check, the number of violating nets is 0.
- The antenna cell count reads 0.
- In this run the worst path has a maximum fanout of 1.
- The final total power reads 9.38 mW.
- At the pin with the least slew margin, the transition time is 233 ps.
- The clock network accounts for 29.1% of the total power.
- The die width is 92.8 um.
- The critical path capture point type is an output port.
- The largest net degree at the start of global routing reads 43.
- The worst setup path is launched from a flip-flop.
- The run finished, with violations left.
- The path category of the worst min-delay check reads in2reg.
- The global routing met2 resource utilization is 38.0%.
- The wire length of the first global-routing pass is 14500 um.
- After its last routability iteration, the placer logged a weighted congestion of 0.826.
- The relative contribution of sequential cells to total power is 59.1%.
- The cell area after synthesis reads 4120 um^2.
- Synthesis inferred 110 register bits.
- The yosys warning tally reads 1.
- The peak-usage layer in the global routing report reads met1.
- The leakage power reads 2.35 nW.
- The worst setup path is of the reg2out kind.
- The clock net in this run drives a total of 110 sinks.
- The switching fraction of total power is 19.1%.
- In the final routed layout, each cell accounts on average for 17.1 um.
- Per the detail_route report, the via count comes to 2665.
- For this design, the slowest cell found on the critical path is sky130_fd_sc_hd__edfxtp_1.
- The hold violation count in the final report reads 0.
- The number of hold buffers added after CTS was 0.
- The leftover overflow at the end of global routing is 0.
- The tally of filler cells in the layout reads 489.
- The combined global-route utilization of all metal layers reads 25.4%.
- In the floorplan report the effective utilization is 52.5%.
- The area figure in the yosys stat output is 4120 um^2.
- The routed design could run at a clock period as short as 1100 ps.
- Per the final layout report, the fraction of cells sized above drive strength 1 comes to 29.2%.
- The CTS report gives the tree buffer count as 9.
- The mean number of vias per cell is 4.69.
- The detailed placement HPWL reads 6950 um.
- The timing report notes that buffer and inverter cells on the critical path total 1.
- The clock transition time at the flip-flop clock pins of the worst setup and hold paths reads 90 ps.
- The deepest level of the CTS H-tree reads 3.
- The number of distinct library cell variants in the gate-level netlist after synthesis is 4.
- The part of the power in combinational logic reads 11.8%.
- Per the synthesis report, the dominant area consumer among library cells is sky130_fd_sc_hd__edfxtp_1.
- Setup repair after global routing could not meet its margin everywhere.
- The number of iterations in the first detailed-routing pass is 4.
- The data arrival time of the critical path is 900 ps.
- The detailed router's first-iteration violation count reads 96.
- The number of global-route vias before repair reads 2631.
- The checks that failed: negative setup slack.
- The final setup TNS is -4740 ps.
- The power report lists cell-internal power as 7.59 mW.
- The final instance count without filler cells is 568.
- In the final report, the number of endpoints failing setup comes to 110.
- The utilization after layout reads 78.3%.
- For met1 alone, demand over resource in global routing was 39.2%.
- The top cell type's share of synthesized area is 80.2%.
- The number of placed cells counting well taps reads 555.
- The relative max-transition margin is 84.5%.
- The initial antenna violation count was 0.
- The total power divided by cell area is 1530 nW/um^2.
- According to the I/O placement log, the pin count is 223.
- TritonCTS built the clock tree.
- The proportion of synthesized flip-flops having asynchronous set or reset is 0%.
- For this run, the slowest stage of the critical path takes 410 ps.
- The maximum clock frequency is 907 MHz.
- In this run the post-CTS setup repair buffer count came out at 0.
- Synthesis produced 232 cells.
- After detailed placement, the total cell area comes to 6490 um^2.
- The die area is 8610 um^2.
- In this run the tools logged warnings totalling 28.
- Sequential cells were found to cover 80.2% of the synthesized design area.
- The residual DRC count reads 0.
- On met3, the global router reports a usage of 12.9%.
- Ranked by total cell area, the synthesized netlist is headed by sky130_fd_sc_hd__edfxtp_1 (80%), sky130_fd_sc_hd__nor2b_1 (17%), sky130_fd_sc_hd__buf_6 (3.0%).
- The data required time at the worst endpoint reads 800 ps.
cell usage in the layout (no fill, tap or decap), drive strengths merged:
| master | n |
|---|---|
| buf | 123 |
| clkbuf | 9 |
| edfxtp | 110 |
| bufinv | 2 |
| nor2b | 110 |
| clkinvlp | 2 |
| clkdlybuf4s50 | 110 |
final timing paths:
check	start	endpoint	cells after the start
worst max-delay path	StoreDataM[0]	StoreDataM[0]	1
worst min-delay path	en	PCM[8]	1
kinds of logic (layout without fill, tap and decap cells):
family	Yosys count	count (layout)	synth area share, %
flip-flops	110	110	80.2
AND/OR/NAND/NOR	110	110	16.7
buffers and inverters	12	246	3.13
power by group through the flow:
| stage | Sequential, mW | Clock [mW] | Combinational, mW |
|---|---|---|---|
| after CTS | 5.55 | 2.77 | 1.13 |
| final | 5.55 | 2.73 | 1.11 |
| after global routing | 5.58 | 2.94 | 1.21 |
state kept, by name, indices dropped and copies added (netlist names):
| name | flops |
|---|---|
| AluOutM | 32 |
| PCM | 32 |
| StoreDataM | 32 |
| RdM | 5 |
| MemWriteM | 4 |
| RegWriteM | 3 |
| LoadNpcM | 1 |
| MemToRegM | 1 |
layer usage:
| layer | vias up | part of all wire (%) | routed length [um] |
|---|---|---|---|
| li1 | 1260 | - | - |
| met1 | 1222 | 36 | 3460 |
| met2 | 167 | 48 | 4680 |
| met3 | 16 | 14 | 1390 |
| met4 | 0 | 2.0 | 194 |
| met5 | - | 0 | 0 |
per-stage QoR:
stage | hold WS [ps] | setup WS (ps)
after floorplan | 312 | 245
after global placement | 519 | -23.8
after detailed placement | 522 | -48.5
after CTS | 141 | -113
after global routing | 137 | -145
final | 158 | -102
timing repair:
action                                  4_1_cts  5_1_grt
hold endpoints to repair                      0        0
gates resized                               343        0
endpoints found under the setup margin      110      110
cell type report:
cell class	count	area, um^2	area share, %
flip-flops and latches	110	3300	53.8
repair buffers	233	1820	29.7
multi-input cells	110	688	11.2
well taps	102	128	2.08
clock buffers	9	124	2.02
clock inverters	4	75.1	1.22
Power is estimated from default activity; no workload was simulated.
