==> design.v <==
`timescale 1ns / 1ps
module RegisterFile(
    input wire clk,
    input wire rst,
    input wire WE3,
    input wire [4:0] A1,
    input wire [4:0] A2,
    input wire [4:0] A3,
    input wire [31:0] WD3,
    output wire [31:0] RD1,
    output wire [31:0] RD2
    );
    reg [31:0] RegFile[31:1];
    integer i;
    always@(negedge clk or posedge rst) 
    begin 
        if(rst)                                 for(i=1;i<32;i=i+1) RegFile[i][31:0]<=32'b0;
        else if( (WE3==1'b1) && (A3!=5'b0) )    RegFile[A3]<=WD3;   
    end
    assign RD1= (A1==5'b0)?32'b0:RegFile[A1];
    assign RD2= (A2==5'b0)?32'b0:RegFile[A2];
endmodule
==> run.sh <==
#!/bin/bash
# OpenROAD 26Q1-2900-gdf79404cd8, Yosys 0.63+post, stock flow scripts
make -C /OpenROAD-flow-scripts/flow DESIGN_CONFIG=/design/flow/config.mk WORK_HOME=/design/flow/orfs finish
==> config.mk <==
export PLATFORM = sky130hd
export DESIGN_NAME = RegisterFile
export DESIGN_NICKNAME = RegisterFile
export VERILOG_FILES = /design/flow/design.v
export SDC_FILE = /design/flow/constraint.sdc
export NUM_CORES = 4
export LEC_CHECK = 1
export CORE_UTILIZATION = 30
==> constraint.sdc <==
current_design RegisterFile

set clk_period 6.4
set clk_io_pct 0.2

create_clock -name clk0 -period $clk_period [get_ports {clk}]

set non_clock_inputs [all_inputs -no_clocks]
set_input_delay [expr $clk_period * $clk_io_pct] -clock clk0 $non_clock_inputs
set_output_delay [expr $clk_period * $clk_io_pct] -clock clk0 [all_outputs]
==> impl_metrics.yaml <==
# implementation run metrics
finish:
  largest_register: "RegFile"
  final_cell_count_no_fill: 7450
  mostFrequentLayoutCells: "dfrtn_1, mux2_2, nand3_1"
  synthToLayoutAreaGrowth_pct: 27.38
  largest_reg_flops: 992
  drive_gt1_share_pct: 42.50
  layout_top_cell: "dfrtn_1"
  postLayoutCoreUtil_pct: 38.56
  largestRegisters: "RegFile x992"
outcome:
  outcome: "finished, violations left"
  violations: "setup timing"
floorplanning:
  pin_count: 114
  chipArea_um2: 175400
  row_count: 152
  die_w_um: 418.8
  fp-utilization_pct: 30.27
  die_h_um: 418.8
  core_um2: 172100
timing:
  finalWorstSetupSlack_ns: -0.4280
  setup_viol: 60
  slew_viol_final: 0
  slew-limit-headroom_pct: 28.50
  finalHoldViolCount: 0
  tightest_slew_ns: 1.071
  worst_hold_slack_ns: 0.4720
  rsz0062_at_grt: "true"
  fin_skew_ns: 0
routing:
  drtPass1Iterations: 8
  wl_per_cell_um: 40.47
  via_per_inst: 6.585
  final_antenna_net_count: 0
  routed_wirelength_um: 301500
  vias: 49057
  drt_iter0_markers: 5761
  drc: 0
grt:
  grt_pass1_wl_um: 410600
  grt_pass1_vias: 48423
  grt_max_degree: 81
  antenna_found_initial: 29
  overflow: 0
  grtUsageMet3_pct: 20.11
  use_met1_pct: 43.01
  grt_use_total_pct: 35.22
  use_met2_pct: 47.31
  busiest_layer: "met2"
worst_setup_path:
  critPathMaxFanout: 2
  crit_type: "flip-flop to output port"
  crit_arrival_ns: 5.55
  cp-start-kind: "flip-flop"
  cp.required_ns: 5.12
  end_kind: "output port"
power_and_ir_drop:
  ir_drop_uv: 213.5
  powerDensity_nw_per_um2: 287.1
  leakagePower_nw: 28.28
clock_tree:
  ctsHtreeMaxLevel: 3
  cts_hold_buffers: 0
  clock_latency_ns: 0.69
  clockRootBuffer: "clkbuf_16"
  clock-sinks: 992
  cts_tree: "yes"
  cts_buffers: 108
  clockBufferDepth: 3
  path_clk_slew_ns: 0.05
synth:
  synth_flops: 992
  top_cells_by_area: "dfrtn_1, mux2_2, nand3_1"
  edf_count: 0
  top_area_cell: "dfrtn_1"
  yosysWarnings: 2
  syn_inst: 4689
  syn_area_per_cell_um2: 11.11
  yosys_cells: 4689
  netlist_area_um2: 52110
  top_area_share_pct: 47.64
  async_flop_share_pct: 100.0
  ys_seq_share_pct: 47.64
  ys_types: 75
  ff_type: "dfrtn_1"
  ys_area_um2: 52110
placed_design:
  placed_cells: 7167
  numPortBuffers: 113
  hpwl_um: 195900
  place_congestion: 1.043
job:
  cap_violations: 0
  warning_count: 28
min_path:
  hold_class: "flip-flop to flip-flop"
## worst max-delay path: stages (launching register included)
cell     delay [ns]
dfrtn_1        0.44
and3_1         0.21
o21ai_1        0.14
and4_1         0.20
nand4_1        0.13
o31a_1         0.40
buf_2          0.14
## cell families after synthesis
logic type / synth area share (%)
buffers and inverters: 4.630
and+or+nand+nor: 16.08
AOI/OAI and AO/OA: 10.24
muxes: 21.41
DFF: 47.64
## cell usage after synthesis (all sizes together) (4+ instances only)
master	number
nand4	206
o211ai	4
nand2	62
a2111oi	56
nand2b	6
nor2b	12
a22o	32
nor4bb	4
nand3	698
nor2	41
nor3	32
a222oi	46
inv	14
a21oi	81
nand3b	9
mux2i	4
o2111ai	9
nor3b	11
mux2	987
and3b	6
a221oi	5
clkbuf	245
nand4b	10
o31a	14
a31oi	61
nor4	49
and2	36
a221o	9
buf	285
and3	212
and4	49
or2	7
dfrtn	992
a22oi	348
o21ai	15
## power breakdown
part / internal (mW) / switching, mW
sequential: 7.61 / 1.17
combinational: 1.70 / 1.68
clock: 4.08 / 2.82
total: 13.4 / 5.67
## through the flow
| step | setup slack [ns] | total power [mW] | cell area [um2] | TNS, ns |
|---|---|---|---|---|
| 3_5_place_dp | -0.3134 | 11.83 | 60200 | -146.06 |
| 3_3_place_gp | -0.3863 | 11.78 | 60200 | -171.86 |
| 5_1_grt | -0.4475 | 19.58 | 66320 | -13.96 |
| 2_1_floorplan | -11.37 | 10.10 | 52110 | - |
| 6_report | -0.4280 | 19.06 | 66370 | -11.37 |
| 4_1_cts | -0.5084 | 18.88 | 65590 | -13.64 |
## final cells by class
cell class	count	area (um2)
clock inverter	43	669.4
tap	2310	2890
clock buffer	150	3134
multi-input combinational	3153	27260
antenna	22	55.05
inverter	14	56.30
timing repair buffer	766	7488
fill	16198	105700
sequential	992	24820
## worst paths after layout
check,end,slack [ns],cells past startpoint,from
max reg2reg,RegFile[13][31]$_DFFE_NP0P_,5.36,2,RegFile[13][31]$_DFFE_NP0P_
min in group asynchronous,RegFile[26][0]$_DFFE_NP0P_,4.60,3,rst
max,RD2[31],-0.43,6,RegFile[13][31]$_DFFE_NP0P_
min reg2reg,RegFile[25][7]$_DFFE_NP0P_,0.47,1,RegFile[25][7]$_DFFE_NP0P_
min,RegFile[25][7]$_DFFE_NP0P_,0.47,1,RegFile[25][7]$_DFFE_NP0P_
max in group asynchronous,RegFile[9][20]$_DFFE_NP0P_,1.21,3,rst
## layer usage
layer  vias to the layer above  wire [um]
met3                      1319      46860
li1                      18752          -
met4                        33      25470
met1                     24885     106400
met5                         -        577
met2                      4068     122200
## what timing repair did
action	CTS	global route
pin swaps	220	137
buffers inserted	67	18
setup endpoints to repair	64	64
resized	467	96
Power and IR drop assume default switching activity.
